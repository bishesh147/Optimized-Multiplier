==> flow/design.v <==
module adder_df(sum, a, b);
    input [63:0]a;
    input [64:0]b;
    output [64:0]sum;
    assign sum = {1'd0,a} + b;
endmodule
module control(clk, reset, start, data_in, ready, wr, initial_wr, sh_right);
    input clk, reset, start;
    input data_in;
    output wr;
    output initial_wr;
    output sh_right;
    output ready;
    wire wr_check;
    wire initial_wr_check;
    wire sh_right_check;
    wire ready_check;
    reg [1:0] state;
    reg [9:0] counter;
    always @(posedge clk) begin
        if (reset) begin
            state <= 2'd0;
            counter <= 10'd0;
        end
        else begin
            case (state)
                2'b00: begin  
                    if (start == 1) state <= 2'b01;
                end
                2'b01: begin  
                    counter <= 0;
                    state <= 2'b10;
                end
                2'b10: begin  
                    if (counter == 63) state <= 2'b00;
                    counter <= counter+1;
                end
            endcase
        end
    end
    assign wr_check = (state == 2'b10) && data_in;
    assign wr = wr_check?1:0;
    assign initial_wr_check = (state == 2'b01);
    assign initial_wr = initial_wr_check?1:0;
    assign sh_right_check = (state == 2'b10);
    assign sh_right = sh_right_check?1:0;
    assign ready_check = (state == 2'b00);
    assign ready = ready_check?1:0;
endmodule
module multiplication_top(a_in, b_in, result, clk, reset, start, ready);
    input [63:0] a_in, b_in;
    input clk, reset, start;
    output ready;
    output [128:0] result;
    wire [63:0]multiplier_out;
    wire [64:0]adder_out;
    wire [128:0]product_out;
    wire control_wr;
    wire control_initial_wr;
    wire control_sh_right;
    multiplier_register mru1(
        .data_out(multiplier_out), 
        .data_in(b_in), 
        .clk(clk), 
        .reset(reset));
    adder_df addu1(
        .sum(adder_out), 
        .a(multiplier_out), 
        .b(product_out[128:64]));
    product_register pru1(
        .clk(clk), 
        .reset(reset), 
        .data_in(adder_out), 
        .wr(control_wr), 
        .initial_data_in(a_in), 
        .initial_wr(control_initial_wr), 
        .data_out(product_out),
        .sh_right(control_sh_right));
    control cu1(
        .clk(clk), 
        .reset(reset), 
        .start(start), 
        .data_in(product_out[0]), 
        .ready(ready), 
        .wr(control_wr), 
        .initial_wr(control_initial_wr),
        .sh_right(control_sh_right));
    assign result = product_out;
endmodule
module multiplier_register(data_out, data_in, clk, reset);
    input [63:0]data_in;
    input clk, reset;
    output [63:0]data_out;
    reg [63:0]mul_reg;
    always @(posedge clk) begin  
        if (reset) mul_reg <= 64'd0;
        else mul_reg <= data_in;
    end
    assign data_out = mul_reg;
endmodule
module product_register(clk, reset, data_in, wr, initial_data_in, initial_wr, sh_right, data_out);
    input [64:0] data_in;
    input [63:0] initial_data_in;
    input clk, reset, wr, initial_wr, sh_right;
    output [128:0] data_out;
    reg [128:0] prod_reg;
    always @(posedge clk) begin
        if (reset) prod_reg <= 129'd0;
        else begin
            if (initial_wr == 1) prod_reg <= {65'd0, initial_data_in};
            else begin
                if (wr == 1) prod_reg <= {1'd0, data_in, data_out[63:1]};         
                else if (sh_right == 1) prod_reg <= {1'd0, data_out[128:1]};
            end
        end
    end
    assign data_out = prod_reg;
endmodule
==> flow/run.sh <==
#!/bin/bash
# OpenROAD 26Q1-2900-gdf79404cd8, Yosys 0.63+post, stock flow scripts
make -C /OpenROAD-flow-scripts/flow DESIGN_CONFIG=/design/flow/config.mk WORK_HOME=/design/flow/orfs finish
==> flow/config.mk <==
export PLATFORM = sky130hd
export DESIGN_NAME = multiplication_top
export DESIGN_NICKNAME = multiplication_top
export VERILOG_FILES = /design/flow/design.v
export SDC_FILE = /design/flow/constraint.sdc
export NUM_CORES = 4
export LEC_CHECK = 1
export CORE_UTILIZATION = 40
==> flow/constraint.sdc <==
current_design multiplication_top

set clk_period 16.4
set clk_io_pct 0.2

create_clock -name clk0 -period $clk_period [get_ports {clk}]

set non_clock_inputs [all_inputs -no_clocks]
set_input_delay [expr $clk_period * $clk_io_pct] -clock clk0 $non_clock_inputs
set_output_delay [expr $clk_period * $clk_io_pct] -clock clk0 [all_outputs]
==> flow_summary.yaml <==
# synthesis and place-and-route metrics
worst_hold_path:
  hp-class: "register to register"
drt:
  detail_route.first_pass.iterations: 4
  initialDrtViolationCount: 547
  ant_nets: 0
  remaining_drc_errors: 0
  via_count: 10860
  wirelength_per_cell_um: 16.74
  post_drt_via_cell_ratio: 5.261
  detail_route.wirelength_um: 34550
synth:
  yosys_warnings: 3
  synth_cell_types: 68
  yosys.area.top_type: "sky130_fd_sc_hd__dfxtp_1"
  post_synth_main_area_contributors: "sky130_fd_sc_hd__dfxtp_1, sky130_fd_sc_hd__mux2i_1, sky130_fd_sc_hd__a21oi_1"
  yosys-stat-cells: 1465
  syn_area_um2: 11800
  ys_chip_area_um2: 11800
  yosysSeqAreaShare_pct: 34.79
  edf_count: 0
  synthFlopType: "sky130_fd_sc_hd__dfxtp_1"
  top_area_share_pct: 34.79
  synthCells: 1465
  top_cells_by_count: "sky130_fd_sc_hd__nor2_1, sky130_fd_sc_hd__dfxtp_1, sky130_fd_sc_hd__a21oi_1, sky130_fd_sc_hd__mux2i_1, sky130_fd_sc_hd__nand2_1"
  numSynthFlops: 205
  syn_avg_cell_area_um2: 8.051
  most_common_cell: "sky130_fd_sc_hd__nor2_1"
  fraction_of_registers_with_async_set_or_reset_after_synthesis_pct: 0
final_timing:
  post-route-worst-setup-slack_ps: 11150
  worst_slew_margin_rel_pct: 45.87
  totalNegativeSetupSlack_ps: 0
  final-hold-violation-count: 0
  rsz0062_at_grt: "false"
  finalCriticalPeriod_ps: 5246
  worst_clock_skew_ps: 16.31
  timing.hold.ws_ps: 446.1
  finalMaxSlewViolations: 0
  final-setup-viol-count: 0
  timing_worst_slew_pin_value_ps: 812.0
  max_freq_mhz: 190.6
  final_min_period_over_clock_period_pct: 31.99
die:
  chip_area_um2: 30180
  fp_util_pct: 40.87
  die_w_um: 173.7
  rows: 62
  core_region_area_um2: 28860
  floorplan.io_pins: 261
  die-height_um: 173.7
cells_and_area:
  fin_util_pct: 53.32
  finalNonFillerCells: 2064
  largest_register_ffs: 128
  final_cell_area_um2: 15390
  area_delta_synth_final_pct: 30.46
  filler_cell_count: 2663
  drive_above_1_share_pct: 4.288
power:
  power.share.sequential_pct: 41.6
  sw_frac_of_total_pct: 26.35
  power.share.clock_pct: 42.2
  total_power_mw: 1.315
  worst_ir_drop_vdd_mv: 0.07439
  pwr_density_nw_per_um2: 85.45
  pwr-share-comb_pct: 16.2
  internal_power_uw: 968.4
  switching_power_uw: 346.4
  static-leakage-power_nw: 5.886
critical_path:
  cp-start-kind: "primary input"
  setup.worst_path.class: "primary input to register"
  timing.critical_path.to_type: "register"
  timing.critical_path.arrival_ps: 5650
  critPathMaxFanout: 71
  timing.critical_path.required_ps: 16810
clocking:
  cts_made_buffers: 25
  cts_resized: 0
  clockBufferDepth: 3
  post_cts_hold_buffer_count: 0
  number_of_sinks_driven_by_the_clock_tree: 205
  post_cts_setup_buffers: 0
  clock-root-buffer: "sky130_fd_sc_hd__clkbuf_16"
  clkTransAtPathRegs_ps: 60
  insertion_delay_ps: 530
  tritoncts: "yes"
  depth_of_the_cts_h_tree: 1
place:
  place.detailed.hpwl_um: 24820
  worst_setup_slack_post_dpl_ps: 10600
  placed_cells: 2017
  gp_congestion: 0.9221
  post_dp_cell_area_um2: 14560
  placement.io_buffers: 259
global_routing:
  grt_max_degree: 81
  gr_busiest_metal: "met2"
  antenna_found_initial: 1
  vias_in_the_first_global_route: 10250
  grt_use_met3_pct: 6.913
  global_route_wire_length_before_repair_um: 55390
  globalRouteMet2Util_pct: 35.00
  global_route_track_usage_on_met1_pct: 33.89
  gr-usage-all-layers_pct: 23.19
  overflow: 0
flow_run:
  maxCapViolations: 0
  tool_warnings: 25
run_status:
  status: "completed"
-- per-layer routing --
layer  vias up  routed length [um]
met5         -                   0
met4         0                 633
li1       5607                   -
met2       285               15180
met3        37                2949
met1      4929               15790
-- power by group through the flow --
| stage | Combinational (mW) | Clock, mW | Sequential [mW] |
|---|---|---|---|
| CTS | 0.214 | 0.568 | 0.547 |
| global route | 0.236 | 0.589 | 0.550 |
| finish | 0.213 | 0.555 | 0.547 |
-- final timing paths --
| check | from | endpoint | slack, ps | cells past startpoint |
|---|---|---|---|---|
| worst min register to register | cu1.state[0]$_DFF_P_ | cu1.state[2]$_DFF_P_ | 450 | 2 |
| worst max-delay path | reset | pru1.prod_reg[117]$_SDFFE_PP0P_ | 11150 | 8 |
| worst min-delay path | cu1.state[0]$_DFF_P_ | cu1.state[2]$_DFF_P_ | 450 | 2 |
| worst max register to register | pru1.prod_reg[64]$_SDFFE_PP0P_ | pru1.prod_reg[109]$_SDFFE_PP0P_ | 12850 | 12 |
-- logic make-up (layout without fill, tap and decap cells) --
| family | after synthesis | count (layout) | synth area share (%) |
|---|---|---|---|
| muxes | 110 | 110 | 9.335 |
| and+or+nand+nor | 494 | 494 | 19.76 |
| DFF | 205 | 205 | 34.79 |
| adders and majority gates | 66 | 66 | 7.065 |
| buffers and inverters | 128 | 342 | 4.201 |
| AOI/OAI and AO/OA | 414 | 414 | 21.32 |
| other | 1 | 2 | 0.03179 |
| xor gates and xnor gates | 47 | 47 | 3.490 |
-- worst max-delay path, cell delays in order --
cell,delay [ps]
sky130_fd_sc_hd__buf_4,210
sky130_fd_sc_hd__buf_4,610
sky130_fd_sc_hd__or2_2,220
sky130_fd_sc_hd__buf_4,450
sky130_fd_sc_hd__nor2_1,250
sky130_fd_sc_hd__nand3_1,140
sky130_fd_sc_hd__a21oi_1,40
sky130_fd_sc_hd__or3_1,360
-- area by class of cell --
| cell class | count | area, um^2 | share of cell area [%] |
|---|---|---|---|
| diodes | 1 | 2.502 | 0.01626 |
| clock buffers | 36 | 716.9 | 4.659 |
| clock inverters | 10 | 107.6 | 0.6993 |
| inverters | 27 | 101.3 | 0.6586 |
| multi-input cells | 1132 | 7198 | 46.78 |
| flip-flops and latches | 205 | 4115 | 26.74 |
| well taps | 384 | 480.5 | 3.122 |
| repair buffers | 269 | 2665 | 17.32 |
-- layout by cell type, fill, tap and decap left out, types with 4 or more instances in the layout --
cell	Yosys	layout
sky130_fd_sc_hd__a211oi_1	31	31
sky130_fd_sc_hd__a21o_1	26	26
sky130_fd_sc_hd__a21oi_1	187	187
sky130_fd_sc_hd__a31oi_1	18	18
sky130_fd_sc_hd__and2_1	5	5
sky130_fd_sc_hd__and3_1	7	7
sky130_fd_sc_hd__and4_1	4	4
sky130_fd_sc_hd__buf_4	2	11
sky130_fd_sc_hd__clkbuf_1	81	6
sky130_fd_sc_hd__clkbuf_16	0	25
sky130_fd_sc_hd__clkbuf_8	0	5
sky130_fd_sc_hd__clkdlybuf4s50_1	0	258
sky130_fd_sc_hd__clkinv_2	0	5
sky130_fd_sc_hd__dfxtp_1	205	202
sky130_fd_sc_hd__ha_1	65	65
sky130_fd_sc_hd__inv_1	27	27
sky130_fd_sc_hd__mux2i_1	110	110
sky130_fd_sc_hd__nand2_1	88	88
sky130_fd_sc_hd__nand2b_1	4	4
sky130_fd_sc_hd__nand3_1	23	23
sky130_fd_sc_hd__nand3b_1	9	9
sky130_fd_sc_hd__nand4_1	24	24
sky130_fd_sc_hd__nor2_1	215	214
sky130_fd_sc_hd__nor2b_1	71	71
sky130_fd_sc_hd__nor3_1	17	17
sky130_fd_sc_hd__o211ai_1	10	10
sky130_fd_sc_hd__o21a_1	5	5
sky130_fd_sc_hd__o21ai_0	70	70
sky130_fd_sc_hd__o21bai_1	16	16
sky130_fd_sc_hd__o31ai_1	7	7
sky130_fd_sc_hd__or2_2	6	6
sky130_fd_sc_hd__or3_1	9	9
sky130_fd_sc_hd__xnor2_1	36	36
sky130_fd_sc_hd__xor2_1	11	11
Power and IR drop assume default switching activity.
